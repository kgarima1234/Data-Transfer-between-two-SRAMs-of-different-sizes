## flow/design.v

```verilog
module ram_dp_async_read
        #(parameter WIDTH =8,
		  parameter DEPTH =16,
		  parameter DEPTH_LOG = $clog2(DEPTH))
        (input clk, 
		 input we, 
		 input [DEPTH_LOG-1:0] addr_wr,
		 input [DEPTH_LOG-1:0] addr_rd, 
		 input [WIDTH-1:0] data_wr, 
		 output [WIDTH-1:0]data_rd
		); 
    reg [WIDTH-1:0] ram [0:DEPTH-1];
    always @(posedge clk) begin   
        if (we)   
            ram[addr_wr] <= data_wr;   
    end
    assign data_rd = ram[addr_rd];  
endmodule 
module top_fsm(
        input clk,
        input rst_n,
		input        ram_in_we,
		input [4 :0] ram_in_addr_wr, 
		input [7 :0] ram_in_data_wr,
		input [3 :0] ram_out_addr_rd, 
		output [15:0] ram_out_data_rd,     
        input opmode_in,
        output reg done_out
);
    parameter [3:0]  
                   IDLE           = 4'b0001,
                   READ_BYTE0     = 4'd0010,
	  			   READ_BYTE1     = 4'd0100,
                   WRITE_BYTE12   = 4'd1000;
    reg [3:0] state, next_state;
    reg [4:0] ram_pointer;
    reg [4:0]   fsm_mem_in_addr_rd;
    wire [7:0] fsm_mem_in_data_rd;
    reg [7:0]  read_byte0_buffer, read_byte1_buffer;
    reg [3:0]  fsm_mem_out_addr_wr;
    reg ram_out_we;
    ram_dp_async_read 
        #(.WIDTH(8), .DEPTH(32))
        RAM_IN
        (.clk    (clk), 
		 .we     (ram_in_we), 
		 .addr_wr(ram_in_addr_wr), 
		 .data_wr(ram_in_data_wr),
         .addr_rd(fsm_mem_in_addr_rd),
		 .data_rd(fsm_mem_in_data_rd)
		);
    ram_dp_async_read 
        #(.WIDTH(16), .DEPTH(16))
        RAM_OUT
        (.clk    (clk), 
		 .we     (ram_out_we), 
		 .addr_wr(fsm_mem_out_addr_wr), 
		 .data_wr({read_byte1_buffer, read_byte0_buffer}),
         .addr_rd(ram_out_addr_rd),
		 .data_rd(ram_out_data_rd)
		);
    always @(*)
        begin
        next_state = IDLE;
        fsm_mem_in_addr_rd = 0;
        ram_out_we = 0;
        case(state)  
			IDLE        :begin
						    if (opmode_in == 1'b1)
						        next_state = READ_BYTE0;
						end
			READ_BYTE0  :begin
							fsm_mem_in_addr_rd = ram_pointer;
							next_state = READ_BYTE1;
						end   
			READ_BYTE1  :begin
							fsm_mem_in_addr_rd = ram_pointer;
							next_state = WRITE_BYTE12;
						end 			   
			WRITE_BYTE12: begin
							if (done_out == 1) begin
								next_state = IDLE;
							end else begin
								next_state = READ_BYTE0;                     
							end
							ram_out_we = 1;
						end     
			default: begin 
					   next_state = IDLE;
					end
        endcase
    end
	always @(posedge clk or negedge rst_n)
	begin
		if(!rst_n)
		    state <= IDLE;
		else
		    state <= next_state;
	end    
    always @(posedge clk or negedge rst_n)
    begin
        if (!rst_n)
            ram_pointer <= 0;
        else if ((state == READ_BYTE0) || (state == READ_BYTE1))
            ram_pointer <= ram_pointer + 1'b1;
    end
   always @(posedge clk or negedge rst_n)
    begin
        if (!rst_n)
            fsm_mem_out_addr_wr <= 0;
        else if (state == READ_BYTE0)
		    fsm_mem_out_addr_wr <= (ram_pointer >> 1);
    end 
    always @(posedge clk or negedge rst_n)
    begin
        if(!rst_n)
            done_out <= 0;
	    else if (opmode_in == 1)
		    done_out <= 0;
        else if (ram_pointer == 5'd31)
            done_out <= 1;
    end
    always @(posedge clk or negedge rst_n)
    begin
        if(!rst_n) begin
            read_byte0_buffer <= 0;
	        read_byte1_buffer <= 0;
        end else begin
            read_byte0_buffer <= fsm_mem_in_data_rd;
	        read_byte1_buffer <= read_byte0_buffer;
	    end
    end 
endmodule
```

## flow/run.sh

```bash
#!/bin/bash
# OpenROAD 26Q1-2900-gdf79404cd8, Yosys 0.63+post, stock flow scripts
make -C /OpenROAD-flow-scripts/flow DESIGN_CONFIG=/design/flow/config.mk WORK_HOME=/design/flow/orfs finish
```

## flow/config.mk

```make
export PLATFORM = sky130hd
export DESIGN_NAME = top_fsm
export DESIGN_NICKNAME = top_fsm
export VERILOG_FILES = /design/flow/design.v
export SDC_FILE = /design/flow/constraint.sdc
export NUM_CORES = 4
export LEC_CHECK = 1
export CORE_UTILIZATION = 50
```

## flow/constraint.sdc

```tcl
current_design top_fsm

set clk_period 10.4
set clk_io_pct 0.2

create_clock -name clk0 -period $clk_period [get_ports {clk}]

set non_clock_inputs [all_inputs -no_clocks]
set_input_delay [expr $clk_period * $clk_io_pct] -clock clk0 $non_clock_inputs
set_output_delay [expr $clk_period * $clk_io_pct] -clock clk0 [all_outputs]
```

==> flow_summary.ini <==
; yosys + openroad results
[status]
status = finished clean

[layout]
final_layout_top_logic_cell = sky130_fd_sc_hd__edfxtp_1
synthToLayoutAreaGrowth_pct = 13.0
final_layout_size_suffix_gt1_share_pct = 21.9
final_cell_mix = sky130_fd_sc_hd__edfxtp_1, sky130_fd_sc_hd__mux4_2, sky130_fd_sc_hd__nor2_1

[drt]
num_vias = 10400
antenna_violating_nets_post_route = 0
wirelength_mm = 44.8
drcViolationCount = 0
diodes = 0
detail_route.vias_per_cell = 5.90
detailedRoute.firstIterationViolations = 687
drt_first_pass_iters = 5
wire_per_inst_um = 25.4

[floorplan]
floorplan.rows = 75
floorplan.die.height_um = 208
die_width_um = 208
top_ports = 38
chip_area_um2 = 43200
design.core.area_um2 = 41900
fp_util_pct = 50.7

[critical_path]
timing.critical_path.arrival_ps = 4910
setup.worst_path.start_class = input pin
endpoint_kind = output pin
startpoint_of_the_most_critical_register_to_register_path = ram_pointer[0]
crit_path_max_fanout = 25
setup.worst_path.start = ram_out_addr_rd[0]
worst-setup-path-type = input pin to output pin
timing.critical_path.required_ps = 8320

[clock_network]
post_cts_hold_buffer_count = 0
postCtsSetupBuffers = 0
clock_slew_seen_by_the_registers_of_the_worst_setup_and_hold_paths_ps = 60
cts_sink_count = 542
max-clock-path-buffers = 3
cts_root_buffer = sky130_fd_sc_hd__clkbuf_16
tritoncts.num_buffers = 55
cts_max_level = 2
tritoncts_clock_tree = done
postCtsResizedCells = 0
clock.latency.late_pin_ps = 600

[yosys]
syn-cell-area_um2 = 21200
async_reset_ff_share_pct = 5.54
yosysWarnings = 5
synth-edff-count = 512
syn_inst = 1112
xor_share_pct = 0.124
synth_stat.cells = 1112
synth.area.mux_share_pct = 12.6
flop_cell = sky130_fd_sc_hd__edfxtp_1
area_share_of_the_largest_cell_type_after_synthesis_pct = 72.5
syn_avg_cell_area_um2 = 19.1
aoi_share_pct = 5.14
yosys.stat.seqShare_pct = 76.0
ys_area_um2 = 21200
synth-adder-area-share_pct = 0.118
ys_sh_simple_pct = 4.29
synthTopCellsByArea = sky130_fd_sc_hd__edfxtp_1, sky130_fd_sc_hd__mux4_2, sky130_fd_sc_hd__dfrtp_1
post_synth_main_logic_family = multiplexers
top_area_cell = sky130_fd_sc_hd__edfxtp_1
distinct_lib_cells = 53
ys_ff = 542

[grt]
grt_start_max_net_pins = 63
gr-total-overflow = 0
antenna_found_initial = 1
vias_in_the_first_global_route = 11100
grtUsageTotal_pct = 23.8
global_route_wire_length_before_repair_mm = 67.3

[run]
drv.max_cap_violation_count = 0
warnings = 25

[final_timing]
worstMarginPinSlew_ps = 877
fin_worst_skew_ps = 18.3
hold_viol_final = 0
slew_headroom_pct = 41.3
max_clock_freq_mhz = 143
final.min_clock_period_ps = 6990
report.final.slew_viol_count = 0
finalSetupTns_ps = 0
setup_repair_after_global_routing_missed_its_margin = no
postLayoutSetupSlackWorst_ps = 3410
fin_crit_sh_pct = 67.3
setup-violations-final = 0

[worst_hold_path]
timing.hold.worst.class = flip-flop to flip-flop
hold_path.startpoint = state[0]

[placement]
numPortBuffers = 37
detailedPlace.worstSlack_ps = 3300
gpl.final_weighted_congestion = 0.855
detailed_place_hpwl_mm = 24.8

[pwr]
total_leakage_power_nw = 7.84
ir_drop_v = 0.000129
power-per-cell-area_nw_per_um2 = 255
design_power_total_mw = 6.12
[worst max-delay path, stage by stage]
cell	delay, ps
sky130_fd_sc_hd__buf_4	290
sky130_fd_sc_hd__buf_4	510
sky130_fd_sc_hd__buf_4	510
sky130_fd_sc_hd__mux4_2	560
sky130_fd_sc_hd__mux4_2	500
sky130_fd_sc_hd__clkdlybuf4s50_1	410
[cells by family after synthesis]
kind of cell    after synthesis
mux                         146
fa+ha+maj                     2
flops                       542
buf+inv                      82
xor+xnor                      3
simple gates                187
compound gates              150
[per-layer routing]
layer | up-vias | global-route usage, % | part of all wire (%)
li1 | 4674 | - | -
met1 | 5157 | 35.3 | 37
met2 | 480 | 36.3 | 50
met3 | 84 | 10.9 | 11
met4 | 2 | 5.59 | 2.8
met5 | - | 0.445 | 0.029
[flip-flops by register name, summed over array words and instances, names as in the netlist]
signal,count
read_byte1_buffer,8
fsm_mem_out_addr_wr,4
RAM_OUT.ram,256
done_out,1
RAM_IN.ram,256
read_byte0_buffer,8
ram_pointer,5
state,4
[worst paths after layout]
path / to / slack [ps] / depth (start not counted)
worst max-delay path: ram_out_data_rd[12] / 3410 / 6
worst min-delay path: state[0] / 500 / 2
worst max register to register: read_byte0_buffer[2] / 6940 / 6
worst min register to register: state[0] / 500 / 2
max in group asynchronous: ram_pointer[1] / 8160 / 2
min in group asynchronous: read_byte1_buffer[7] / 1900 / 2
[through the flow]
step           hold WS [ps]  cells  area [µm²]  util (%)
2_1_floorplan           374   1112       21200         -
3_3_place_gp            473   1665       22300      53.4
3_5_place_dp            478   1665       22300      53.4
4_1_cts                 502   1763       24000      57.3
5_1_grt                 520   1763       24000      57.3
6_report                496   1763       24000      57.3
[cell usage after synthesis, types with 9 or more instances]
| cell | count |
|---|---|
| sky130_fd_sc_hd__or3b_2 | 9 |
| sky130_fd_sc_hd__mux4_2 | 94 |
| sky130_fd_sc_hd__a22oi_1 | 16 |
| sky130_fd_sc_hd__mux2i_1 | 23 |
| sky130_fd_sc_hd__o22ai_1 | 14 |
| sky130_fd_sc_hd__inv_1 | 16 |
| sky130_fd_sc_hd__edfxtp_1 | 512 |
| sky130_fd_sc_hd__nor2b_1 | 10 |
| sky130_fd_sc_hd__mux2_2 | 28 |
| sky130_fd_sc_hd__nand3_1 | 21 |
| sky130_fd_sc_hd__o21ai_0 | 19 |
| sky130_fd_sc_hd__buf_2 | 21 |
| sky130_fd_sc_hd__nand2_1 | 31 |
| sky130_fd_sc_hd__nor2_1 | 76 |
| sky130_fd_sc_hd__o21a_1 | 15 |
| sky130_fd_sc_hd__clkbuf_1 | 36 |
| sky130_fd_sc_hd__dfrtp_1 | 29 |
| sky130_fd_sc_hd__and3_1 | 16 |
| sky130_fd_sc_hd__a31oi_1 | 21 |
[power by group]
group,internal (mW),switching (mW),leakage (nW)
combinational,0.530,0.732,2.05
clock,1.02,0.774,0.805
sequential,2.78,0.280,4.99
[final cells by class]
| cell class | instances | area [µm²] |
|---|---|---|
| sequential | 542 | 16100 |
| inverter | 16 | 60.1 |
| timing repair buffer | 80 | 686 |
| tap | 539 | 674 |
| clock buffer | 72 | 1520 |
| multi-input combinational | 488 | 4770 |
| fill | 3068 | 17900 |
| clock inverter | 26 | 113 |
Power and IR drop assume default switching activity.
